### ./config.mk
export PLATFORM = sky130hd
export DESIGN_NAME = UART
export DESIGN_NICKNAME = UART
export VERILOG_FILES = /design/flow/design.v
export SDC_FILE = /design/flow/constraint.sdc
export NUM_CORES = 4
export LEC_CHECK = 1
export CORE_UTILIZATION = 30
### ./constraint.sdc
current_design UART

set clk_period 5.6
set clk_io_pct 0.2

create_clock -name clk0 -period $clk_period [get_ports {clk}]

set non_clock_inputs [all_inputs -no_clocks]
set_input_delay [expr $clk_period * $clk_io_pct] -clock clk0 $non_clock_inputs
set_output_delay [expr $clk_period * $clk_io_pct] -clock clk0 [all_outputs]
### ./design.v
module CounterWithFunction_RX
#(
	parameter MAXIMUM_VALUE = 434,
	parameter HALF_VALUE = 217,
	parameter NBITS_FOR_COUNTER = CeilLog2(MAXIMUM_VALUE)
)
(
	input clk,
	input reset,
	input enable_max,
	input enable_half,
	output flag
);
bit MaxValue_Bit;
logic [NBITS_FOR_COUNTER-1 : 0] Count_logic;
logic [NBITS_FOR_COUNTER-1 : 0] limit;
assign limit = (enable_half) ? HALF_VALUE[NBITS_FOR_COUNTER - 1:0] : MAXIMUM_VALUE[NBITS_FOR_COUNTER - 1:0];
	always_ff@(posedge clk or negedge reset) begin
		if (reset == 1'b0)
			Count_logic <= {NBITS_FOR_COUNTER{1'b0}};
		else begin
				if(enable_max | enable_half)
					if(Count_logic == limit - 1)
						Count_logic <= 0;
					else
						Count_logic <= Count_logic + 1'b1;
		end
	end
always_comb
	if(Count_logic == limit-1)
		MaxValue_Bit = 1;
	else
		MaxValue_Bit = 0;
assign flag = MaxValue_Bit;
     function integer CeilLog2;
       input integer data;
       integer i,result;
       begin
          for(i=0; 2**i < data; i=i+1)
             result = i + 1;
          CeilLog2 = result;
       end
    endfunction
endmodule
module UART(
    input [7:0] DataToTransmit,
	 input SerialDataRx,
    input reset,
    input Transmit,
    input clk,
	 output ParityError,
	 output SerialOutputTx,
	 output [7:0] ReceivedData
);
wire [7:0] Q_w;
wire par_w;
assign ParityError = par_w;
assign ReceivedData = Q_w;
uart_rx_completa Receive(
	.clk(clk),
	.reset(reset),
	.rx(SerialDataRx),
	.q(Q_w),
	.paridad(par_w)
);
uart2 Trans(
	.In(DataToTransmit),
	.clk(clk),
	.rst(reset),
	.enable(~Transmit),
	.Q(SerialOutputTx)
);
endmodule 
module contador_comparador(
	input clk, rst, 
	output reg iguales
    );
parameter [25:0] YY = 5208;
reg [25:0] CuentaCada20ns;
always @ (posedge rst or posedge clk) begin
	if(rst) 
		CuentaCada20ns <= 0;
	else if (iguales) 
		CuentaCada20ns <= 0;
	else 
		CuentaCada20ns <= CuentaCada20ns + 1'b1;
end
always @ (YY or CuentaCada20ns) begin
	if(CuentaCada20ns == YY) iguales = 1'b1;
	else iguales = 1'b0;
end
endmodule 
module debouncer(
	input clk,
	input rst,
	input sw,
	output reg one_shot
);
enum logic [1:0] {ini, shot, off1} estado;
always_ff @ (posedge rst, posedge clk) begin
	if(rst)
		estado <= ini;
	else
		case(estado)
			ini: 
				if(sw)
					estado <= shot;
			shot: 
					estado <= off1;
			off1: 
				if(~sw)
					estado <= ini;
		default: 
				estado <= ini;
		endcase
end
always_comb begin
		case(estado)
			ini: 
				one_shot <= 'b0;
			shot: 
				one_shot <= 'b1;
			off1: 
				one_shot <= 'b0;
		default: 
				one_shot <= 'b0;
		endcase
end
endmodule 
module shift_register_er
#(
	parameter WORD_LENGTH = 11
)
(
    input clk,
    input reset,
    input enable,
    input d,
    output reg [WORD_LENGTH-1:0] q
);
always_ff @(negedge reset, posedge clk)
	begin
		if (reset == 1'b0)
			q <= 0;
		else
			if (enable)
				q <= {q[WORD_LENGTH-2:0], d};
	end
endmodule
module uart2(
    input clk,
    input rst,
    input [7:0] In,
    input enable,
    output reg Q
);
enum reg [3:0] {espera, startBit, Bit0, Bit1, Bit2, Bit3, Bit4, Bit5, Bit6, Bit7, paridad, stopBit} estado;	
wire paridad_w = In[0]^In[1]^In[2]^In[3]^In[4]^In[5]^In[6]^In[7];
wire iguales_w;
wire enable_w;
wire fin_delay;
contador_comparador cc(.clk(clk),.rst(rst),.iguales(iguales_w));
debouncer debo(.clk(iguales_w),.rst(rst),.sw(enable),.one_shot(enable_w));
always @(posedge rst, posedge iguales_w)
	begin
	if(rst)
	 estado <= espera;
	else 
		begin
		case (estado)
		espera: 
			begin
			if(enable_w)
				estado <= startBit;
			else 
				estado <= espera;
			end
		startBit:
			estado <= Bit0;
		Bit0:
			estado <= Bit1;
		Bit1:
			estado <= Bit2;
		Bit2:
			estado <= Bit3;
		Bit3:
			estado <= Bit4;
		Bit4:
			estado <= Bit5;
		Bit5:
			estado <= Bit6;
		Bit6:
			estado <= Bit7;
		Bit7:
			estado <= paridad;
		paridad:
			estado <= stopBit;
		stopBit :
			estado <= espera;
		default:
			estado <= espera;
		endcase
		end
	end
always @ (estado or In or paridad_w)
	begin
	case (estado)
		espera: Q <= 1'b1;
		startBit: Q <= 1'b0;
		Bit0:	Q <= In[0];
		Bit1:	Q <= In[1];
		Bit2:	Q <= In[2];
		Bit3:Q <= In[3];
		Bit4:Q <= In[4];
		Bit5:Q <= In[5];
		Bit6:Q <= In[6];
		Bit7:Q <= In[7];
		paridad:Q <= paridad_w;
		stopBit: Q <= 1'b1;
		default: Q <= 1'b0x;
	endcase
	end		
endmodule 
module uart_rx(
    input rx,
    input clk,
    input reset,
    input enable_flag,
    output enable_max,
    output enable_half
);
enum logic [3:0] {IDLE, START, B0, B1, B2, B3, B4, B5, B6, B7, PARITY, STOP} state;
bit enable_half_w;
bit enable_max_w;
always_ff@(posedge clk, negedge reset) begin
		if (reset == 1'b0) 
			state <= IDLE;
		else 
		case (state)
				IDLE: 
					if (~rx)   
						state <= START;
					else 
						state <= IDLE;
				START:
					if(enable_flag)
						state <= B0;
					else 
						state <= START;
				B0:
					if(enable_flag)
						state <= B1;
					else
						state <= B0;
				B1:
					if(enable_flag)
						state <= B2;
					else
						state <= B1;
				B2:
					if(enable_flag)
						state <= B3;
					else 
						state <= B2;
				B3:
					if(enable_flag)
						state <= B4;
					else
						state <= B3;
				B4:
					if(enable_flag)
						state <= B5;
					else
						state <= B4;
				B5:
					if(enable_flag)
						state <= B6;
					else
						state <= B5;
				B6:
					if(enable_flag)
						state <= B7;
					else 
						state <= B6;
				B7:
					if(enable_flag)
						state <= PARITY;
					else
						state <= B7;
				PARITY:
					if(enable_flag)
						state <= STOP;
					else
						state <= PARITY;
				STOP:
					if(enable_flag)
						state <= IDLE;
					else
						state <= STOP;
				default:		
					state <= IDLE;
			endcase
end
always_comb begin
	enable_half_w = 1'b0;
	enable_max_w = 1'b0;
	case(state)
		IDLE: 
			begin
				enable_half_w = 1'b0;
				enable_max_w = 1'b0;
			end
		START:
			begin
				enable_half_w = 1'b1;
				enable_max_w = 1'b0;
			end
		B0:
			begin
				enable_half_w = 1'b0;
				enable_max_w = 1'b1;
			end
		B1:
			begin
				enable_half_w = 1'b0;
				enable_max_w = 1'b1;
			end
		B2:	
			begin
				enable_half_w = 1'b0;
				enable_max_w = 1'b1;
			end
		B3:	
			begin
				enable_half_w = 1'b0;
				enable_max_w = 1'b1;
			end
		B4:
			begin
				enable_half_w = 1'b0;
				enable_max_w = 1'b1;
			end
		B5:	
			begin
				enable_half_w = 1'b0;
				enable_max_w = 1'b1;
			end
		B6:
			begin
				enable_half_w = 1'b0;
				enable_max_w = 1'b1;
			end
		B7:	
			begin
				enable_half_w = 1'b0;
				enable_max_w = 1'b1;
			end
		PARITY:
			begin
				enable_half_w = 1'b0;
				enable_max_w = 1'b1;
			end
		STOP:	
			begin
				enable_half_w = 1'b0;
				enable_max_w = 1'b1;
			end
		default: 
			begin
				enable_half_w = 1'b0;
				enable_max_w = 1'b0;
			end
	endcase
end
assign enable_half = enable_half_w;
assign enable_max = enable_max_w;
endmodule
module uart_rx_completa
(
    input clk,
    input reset,
    input rx,
    output [7:0] q,
    output paridad
    );
wire [10:0] q_w;
wire enablemax_w;
wire enable_reg_w;
wire enablehalf_w;
wire flag_w;
assign paridad = q_w[1];
assign q = q_w[9:2];
shift_register_er u1
(
	.clk(clk),
	.reset(reset),
	.enable(flag_w),
	.d(rx),
	.q(q_w)
);
uart_rx u2 
(
	.rx(rx),
	.clk(clk),
	.reset(reset),
	.enable_flag(flag_w),
	.enable_max(enablemax_w),
	.enable_half(enablehalf_w)
);	 
CounterWithFunction_RX counter_rx
(
	.clk(clk),
	.reset(reset),
	.enable_max(enablemax_w),
	.enable_half(enablehalf_w),
	.flag(flag_w) 
);
endmodule
### ./run.sh
#!/bin/bash
# OpenROAD 26Q1-2900-gdf79404cd8, Yosys 0.63+post, stock flow scripts
make -C /OpenROAD-flow-scripts/flow DESIGN_CONFIG=/design/flow/config.mk WORK_HOME=/design/flow/orfs finish
==> summary.json <==
{
  "outcome": {"value": "completed"},
  "hp-start": {"value": "Trans.cc.CuentaCada20ns[25]"},
  "hold_buffers": {"value": 0},
  "clk_transition_reported_paths": {"value": 0.09, "unit": "ns"},
  "first_global_vias": {"value": 1826},
  "finalWeightedCongestion": {"value": 0.7558},
  "numPlacedInstances": {"value": 406},
  "layout.core_utilization": {"value": 34.65, "unit": "%"},
  "yosys.stat.seqShare": {"value": 53.66, "unit": "%"},
  "area.growth.synth_to_final": {"value": 12.77, "unit": "%"},
  "maxCapViolCount": {"value": 0},
  "detailedRoute.firstPassIterationCount": {"value": 4},
  "drt-total-wl": {"value": 4815, "unit": "um"},
  "syn_area_per_cell": {"value": 11.37, "unit": "um^2"},
  "port_buffers": {"value": 21},
  "drtAntennaViolNets": {"value": 0},
  "drive_gt1_share": {"value": 11.39, "unit": "%"},
  "grt_first_pass_wirelength": {"value": 8404, "unit": "um"},
  "unrepaired_setup_endpoints_after_global_routing": {"value": "no"},
  "final_count_of_negative_setup_slack_endpoints": {"value": 0},
  "warnings": {"value": 26},
  "tritoncts.num_buffers": {"value": 5},
  "finClkSkew": {"value": 0.009320, "unit": "ns"},
  "yosys_area": {"value": 0.002989, "unit": "mm^2"},
  "drv_slew": {"value": 0},
  "synth.yosys.warnings": {"value": 6},
  "grt-ovfl-total": {"value": 0},
  "syn-instance-count": {"value": 263},
  "via_count": {"value": 1958},
  "final-instance-count-excl-fill": {"value": 414},
  "globalRouteTotalUtil": {"value": 10.18, "unit": "%"},
  "chip_area": {"value": 0.01037, "unit": "mm^2"},
  "post_cts.resized_instances": {"value": 0},
  "leakage_power": {"value": 1.437, "unit": "nW"},
  "synth-edff-count": {"value": 0},
  "timing_worst_slew_pin_value": {"value": 0.7614, "unit": "ns"},
  "untimed_endpoints": {"value": 15},
  "number_of_remaining_drc_errors": {"value": 0},
  "worst-endpoint-required": {"value": 4.48, "unit": "ns"},
  "initCoreUtil": {"value": 30.72, "unit": "%"},
  "dieHeight": {"value": 101.8, "unit": "um"},
  "fin_hold_viols": {"value": 0},
  "comb_area": {"value": 0.001247, "unit": "mm^2"},
  "crit_path_start": {"value": "DataToTransmit[7]"},
  "synth.lib_cells_used.distinct": {"value": 52},
  "insertion_delay": {"value": 0.30, "unit": "ns"},
  "finalCritPeriodShare": {"value": 72.73, "unit": "%"},
  "layout_min_cycle_time": {"value": 4.073, "unit": "ns"},
  "grt_antenna_before_repair": {"value": 0},
  "whs": {"value": 0.4785, "unit": "ns"},
  "detailedRoute.firstIterationViolations": {"value": 60},
  "floorplan.rows": {"value": 36},
  "vdd.ir_drop.worst": {"value": 0.0001010, "unit": "V"},
  "post_synthesis_cell_area": {"value": 0.002989, "unit": "mm^2"},
  "fin_total_pwr": {"value": 723.4, "unit": "uW"},
  "design.portCount": {"value": 22},
  "synthFlopType": {"value": "dfrtp_1"},
  "tritoncts_clock_tree": {"value": "yes"},
  "fmax": {"value": 245.5, "unit": "MHz"},
  "vias_per_cell": {"value": 4.729},
  "flop_area": {"value": 0.001604, "unit": "mm^2"},
  "unclocked_regs": {"value": 15},
  "critical_path.max_fanout": {"value": 2},
  "critical_path.endpoint_type": {"value": "output pin"},
  "setup_tns": {"value": 0, "unit": "ns"},
  "worstHoldPathType": {"value": "register to register"},
  "number_of_synthesized_register_bits": {"value": 64},
  "core": {"value": 0.009729, "unit": "mm^2"},
  "layout_top_cell": {"value": "dfrtp_1"},
  "place_hpwl": {"value": 3328, "unit": "um"},
  "clk_root_buffer_cell": {"value": "clkbuf_8"},
  "synth-async-reset-ratio": {"value": 100.0, "unit": "%"},
  "grt_start_max_net_pins": {"value": 42},
  "relative_max_transition_margin": {"value": 49.24, "unit": "%"},
  "fill_cell_count": {"value": 993},
  "mostFrequentLayoutCells": {"value": "dfrtp_1 (49), xnor2_1 (26), clkdlybuf4s50_1 (21), nand2_1 (19), nand3_1 (19)"},
  "depth_of_the_cts_h_tree": {"value": 2},
  "arrival": {"value": 2.95, "unit": "ns"},
  "detail_route.wl_per_cell": {"value": 11.63, "unit": "um"},
  "die.size.x": {"value": 101.8, "unit": "um"},
  "diodes": {"value": 0},
  "setup.worst_path.class": {"value": "input pin to output pin"},
  "power_density": {"value": 214.6, "unit": "mW/mm^2"},
  "r2r-start": {"value": "Receive.counter_rx.Count_logic[3]"},
  "longest_clk_path_bufs": {"value": 2},
  "startpoint_type": {"value": "input pin"},
  "postCtsSetupRepairBufs": {"value": 0},
  "synth_stat.cells": {"value": 263}
}
==> worst max-delay path, cell delays in order <==
cell and delay, ns:
clkdlybuf4s50_1 0.43, a222oi_1 0.32, nand3_1 0.10, a2111oi_0 0.40
o21ai_0 0.15, clkdlybuf4s50_1 0.43
==> cells in the mapped netlist (3+ instances only) <==
library cell | count | area (um^2)
a21oi_1 | 4 | 20.02
a31oi_1 | 5 | 31.28
and2_1 | 3 | 18.77
and3_1 | 4 | 25.02
buf_4 | 8 | 60.06
dfrtn_1 | 13 | 325.3
dfrtp_1 | 49 | 1226
ha_1 | 3 | 37.54
inv_1 | 11 | 41.29
mux2_2 | 10 | 112.6
nand2_1 | 19 | 71.32
nand2b_1 | 4 | 25.02
nand3_1 | 19 | 95.09
nand4_1 | 11 | 68.82
nor2_1 | 12 | 45.04
nor3_1 | 3 | 15.01
nor4_1 | 3 | 18.77
nor4bb_1 | 3 | 30.03
o21ai_0 | 6 | 30.03
xnor2_1 | 26 | 227.7
xor2_1 | 5 | 43.79
==> worst paths after layout <==
| kind | to | slack (ns) | cells past startpoint |
|---|---|---|---|
| worst max register to register | Receive.u1.q[5] | 3.33 | 4 |
| max in group asynchronous | Trans.cc.CuentaCada20ns[2] | 3.75 | 4 |
| worst min-delay path | Trans.cc.CuentaCada20ns[25] | 0.48 | 1 |
| worst min register to register | Trans.cc.CuentaCada20ns[25] | 0.48 | 1 |
| min in group asynchronous | Receive.counter_rx.Count_logic[4] | 1.17 | 2 |
| worst max-delay path | SerialOutputTx | 1.53 | 6 |
==> per-stage QoR <==
stage,setup slack [ns],area [um^2]
2_1_floorplan,2.592,2989
3_3_place_gp,1.622,3284
3_5_place_dp,1.546,3284
4_1_cts,1.542,3371
5_1_grt,1.306,3371
6_report,1.527,3371
==> layout make-up <==
class	count	area share (%)
sequential	64	47.59
clock inverter	2	0.4083
timing repair buffer	23	6.682
tap	133	4.937
clock buffer	6	2.153
multi-input combinational	175	37.01
inverter	11	1.225
==> sequential cells by signal, summed over array words and instances, names as in the netlist <==
register                        cells
Trans.cc.CuentaCada20ns            26
Trans.estado                       12
Receive.u1.q                       10
Receive.counter_rx.Count_logic      9
Receive.u2.state                    4
Trans.debo.estado                   3
==> metal layers <==
layer	share of wire [%]	GRT usage, %	wire length [um]	vias up
li1	-	-	-	959
met2	43	15.38	2090	22
met4	0.89	0.8791	43	0
met5	0	0	0	-
met1	53	16.58	2541	971
met3	2.9	1.669	140	6
==> where the power goes <==
group	switching (mW)	internal, mW
sequential	0.0402	0.381
clock	0.118	0.0892
combinational	0.0449	0.0500
==> kinds of logic (layout without fill, tap and decap cells) <==
| logic type | Yosys count | in the layout | share of synthesized area (%) |
|---|---|---|---|
| multiplexers | 12 | 12 | 4.437 |
| adder cells (fa/ha/maj) | 3 | 3 | 1.256 |
| buffers and inverters | 24 | 42 | 4.604 |
| XOR/XNOR | 31 | 31 | 9.083 |
| flip-flops | 64 | 64 | 53.66 |
| AND/OR/NAND/NOR | 99 | 99 | 20.01 |
| AND-OR/OR-AND | 30 | 30 | 6.949 |
Power and IR drop assume default switching activity.
