**/design/flow/config.mk**
```make
export PLATFORM = sky130hd
export DESIGN_NAME = frecuency_divider
export DESIGN_NICKNAME = frecuency_divider
export VERILOG_FILES = /design/flow/design.v
export SDC_FILE = /design/flow/constraint.sdc
export NUM_CORES = 4
export LEC_CHECK = 1
export CORE_AREA = 10 10 70 70
export DIE_AREA = 0 0 80 80
```
**/design/flow/constraint.sdc**
```tcl
current_design frecuency_divider

set clk_period 2.5
set clk_io_pct 0.2

create_clock -name clk0 -period $clk_period [get_ports {clk}]

set non_clock_inputs [all_inputs -no_clocks]
set_input_delay [expr $clk_period * $clk_io_pct] -clock clk0 $non_clock_inputs
set_output_delay [expr $clk_period * $clk_io_pct] -clock clk0 [all_outputs]
```
**/design/flow/design.v**
```verilog
module frecuency_divider(
    input clk,
    input reset,
    output reg clk_dividido
    );
parameter [11:0] yy = 5208;  
reg [11:0] CuentaCada20ns;
wire iguales;
always @ (posedge reset, posedge clk) 
	begin
		if (reset) 
				begin
				CuentaCada20ns <= 0;  
				clk_dividido<= 0;
				end
		else if (iguales)
			begin
				CuentaCada20ns <= 0;  
				clk_dividido <= ~clk_dividido;
			end
		else CuentaCada20ns <= CuentaCada20ns + 1'b1;
	end
	assign iguales = (CuentaCada20ns==yy)? 1'b1:1'b0;
endmodule
```
**/design/flow/run.sh**
```bash
#!/bin/bash
# OpenROAD 26Q1-2900-gdf79404cd8, Yosys 0.63+post, stock flow scripts
make -C /OpenROAD-flow-scripts/flow DESIGN_CONFIG=/design/flow/config.mk WORK_HOME=/design/flow/orfs finish
```
==> reports/results.txt <==
Outcome - finished, final reports clean
P_int - 0.273 mW
Top cell excl fill/tap - dfrtp_1
Startpoint Class - register
Worst path arrival time - 1.87 ns
Critical Path RT - 2.71 ns
Tightest Pin Transition - 0.479 ns
Post-Synthesis Cells - 57
Total CTS buffers - 3
CP Max Fanout - 8
Final hold vios - 0
Core Rows - 21
Vias in the first global route - 373
Skew-Pair Late Insertion Delay - 0.27 ns
Sw frac - 20.0%
Area leader, netlist - dfrtp_1
Top area cell types - dfrtp_1, xor2_1, xnor2_1, ha_1, nand3_1
IO Port Bufs - 2
Slew margin rel. - 68.1%
Clock share of power - 37.0%
Post-synth EDFFs - 0
Vias post-DR - 415
RePlAce Congestion - 0.788
Syn Area/Cell - 10.7 um2
Detailed-router iteration count before antenna repair - 4
Seq/Total Area, Yosys - 53.2%
Die width - 80 um
Worst-path clk slew - 0.08 ns
Switch Pwr - 0.0685 mW
Yosys Chip Area - 612 um2
Post-CTS setup buffers - 0
Most frequent cells in the layout - dfrtp_1, inv_1, xor2_1, nor2_1, nand3_1
Initial antenna violation count - 0
Crit Path Category - register to register
Post-route ant nets - 0
CTS max path bufs - 2
Worst Skew - 0.00883 ns
Ys cells - 57
CTS tree - built
Remaining DRCs - 0
First-pass GRT wire length - 1680 um
TNS Setup - 0 ns
Overflow after GRT - 0
Reg power frac - 61.5%
Share of cells above drive strength 1 - 7.94%
Max cap viols - 0
Gate power share - 1.6%
Clk sinks - 13
Ys async rst share - 100%
DR WL/cell - 8.62 um
Gr usage total - 3.14%
Tool warning count - 26
Core box area - 0.00342 mm2
H-tree depth - 1
Ys flop type - dfrtp_1
Initial DRC Count - 21
Worst setup EP type - register
Worst hold slack - 0.480 ns
Cts hold-fix bufs - 0
Routed WL - 940 um
Antenna cells - 0
Post-CTS sizing - 0
Area Overhead vs Synth - 17.0%
Fmax - 599 MHz
Largest net degree at the start of global routing - 14
Finish-stage setup viols - 0
Synth Cell Area - 612 um2
Unrepaired setup endpoints after global routing - no
Min-Delay Path Class - register to register
Fin. max-slew vios - 0
Ys Warns - 1
Root Buffer - clkbuf_4
Power Dens Cells - 478 mW/mm2
Die height - 80 um
Distinct cells, synth - 20
Fin crit period - 1.67 ns
Routed vias/inst - 3.81
#FFs+latches synth - 13
Dominant cell area share - 53.2%
Final worst-path cycle share - 66.8%
Io pins - 3
FP Core Util - 17.9%
Pleak - 0.334 nW
Die area - 0.00640 mm2
VDD IR-drop max - 0.000347 V
Reg-to-reg slack, setup - 0.83 ns
==> kinds of logic after synthesis <==
kind of cell               share of synthesized area (%)
and+or+nand+nor                                     22.5
DFF                                                 53.2
AOI/OAI and AO/OA                                   3.68
buffers and inverters                               3.68
adders and majority gates                           4.09
xor gates and xnor gates                            12.9
==> power groups by stage <==
stage     logic (mW)  clock network (mW)  registers (mW)
4_1_cts      0.00573               0.130           0.210
5_1_grt      0.00623               0.145           0.210
6_report     0.00539               0.126           0.210
==> final timing paths <==
| check | from | endpoint | depth (start not counted) |
|---|---|---|---|
| worst min-delay path | CuentaCada20ns[11]$_DFF_PP0_ | CuentaCada20ns[11]$_DFF_PP0_ | 1 |
| max in group asynchronous | reset | CuentaCada20ns[8]$_DFF_PP0_ | 2 |
| worst max-delay path | CuentaCada20ns[0]$_DFF_PP0_ | clk_dividido$_DFFE_PP0N_ | 5 |
| worst max register to register | CuentaCada20ns[0]$_DFF_PP0_ | clk_dividido$_DFFE_PP0N_ | 5 |
| worst min register to register | CuentaCada20ns[11]$_DFF_PP0_ | CuentaCada20ns[11]$_DFF_PP0_ | 1 |
| min in group asynchronous | reset | CuentaCada20ns[11]$_DFF_PP0_ | 2 |
==> cells in the mapped netlist (2+ instances only) <==
cell and n:
xnor2_1 3, ha_1 2, dfrtp_1 13, nand3_1 5, nor3_1 2, inv_1 6
nor2_1 6, nand2_1 2, xor2_1 6, a21oi_1 2
==> area by class of cell <==
type	instances	area, um2
Clock buffer	4	26.3
Fill cell	377	2700
Inverter	6	22.5
Multi-Input combinational cell	38	264
Sequential cell	13	325
Tap cell	46	57.6
Timing Repair Buffer	2	20.0
==> worst max-delay path, stage by stage, from the launching register on <==
cell	delay, ns
dfrtp_1	0.42
inv_1	0.07
ha_1	0.12
or4b_4	0.46
nor3_4	0.37
xor2_1	0.17
==> flip-flops by register name (all words and copies together), names as in the netlist <==
name / cells
CuentaCada20ns: 12
clk_dividido: 1
==> routing by layer <==
layer | vias up | track usage, % | part of all wire (%)
met5 | - | 0 | 0
met4 | 0 | 0.352 | 0
met3 | 0 | 1.59 | 8.0
met2 | 10 | 4.25 | 40
met1 | 197 | 4.47 | 52
li1 | 208 | - | -
==> through the flow <==
stage	utilization, %	instances	power (mW)	worst slack [ns]	instance area, um2
floorplan	-	57	0.217	0.923	612
global placement	20.2	105	0.220	0.860	689
detailed placement	20.2	105	0.220	0.805	689
CTS	21.0	109	0.346	0.811	716
global route	21.0	109	0.361	0.739	716
finish	21.0	109	0.342	0.831	716
Power figures rest on the tool's default switching activity, not on a simulated workload.
